==> ./design.v <==
module piano_keyboard(
    input clk,
    input keypress,
    input [7:0] keycode,
    output reg [3:0] note = 0,
    output reg [3:0] octave = 4
    );
    parameter rest = 0;
    parameter C = 1;
    parameter CS = 2;
    parameter D = 3;
    parameter DS = 4;
    parameter E = 5;
    parameter F = 6;
    parameter FS = 7;
    parameter G = 8;
    parameter GS = 9;
    parameter A = 10;
    parameter AS = 11;
    parameter B = 12;
    reg last_state = 0;
    reg [3:0] cur_octave = 4;
    wire [3:0] higher_octave  = (cur_octave == 8 ? 0 : cur_octave + 1);
    wire [3:0] lower_octave = (cur_octave == 0 ? 8 : cur_octave - 1);
    always@(posedge clk)begin
        last_state <= keypress;
        if(keypress)begin
            case (keycode)
                8'h0D: begin note <= C; octave <= cur_octave; end
                8'h16: begin note <= CS; octave <= cur_octave; end
                8'h15: begin note <= D; octave <= cur_octave; end
                8'h1E: begin note <= DS; octave <= cur_octave; end
                8'h1D: begin note <= E; octave <= cur_octave; end
                8'h24: begin note <= F; octave <= cur_octave; end
                8'h25: begin note <= FS; octave <= cur_octave; end
                8'h2D: begin note <= G; octave <= cur_octave; end
                8'h2E: begin note <= GS; octave <= cur_octave; end
                8'h2C: begin note <= A; octave <= cur_octave; end
                8'h36: begin note <= AS; octave <= cur_octave; end
                8'h35: begin note <= B; octave <= cur_octave; end
                8'h3C: begin note <= C; octave <= cur_octave + 1; end
                8'h3E: begin note <= CS; octave <= cur_octave + 1; end
                8'h43: begin note <= D; octave <= cur_octave + 1; end
                8'h46: begin note <= DS; octave <= cur_octave + 1; end
                8'h44: begin note <= E; octave <= cur_octave + 1; end
                8'h4D: begin note <= F; octave <= cur_octave + 1; end
                8'h4E: begin note <= FS; octave <= cur_octave + 1; end
                8'h54: begin note <= G; octave <= cur_octave + 1; end
                8'h55: begin note <= GS; octave <= cur_octave + 1; end
                8'h5B: begin note <= A; octave <= cur_octave + 1; end
                8'h66: begin note <= AS; octave <= cur_octave + 1; end
                8'h5D: begin note <= B; octave <= cur_octave + 1; end
                8'h5A: if (!last_state) {octave, cur_octave} <= {higher_octave, higher_octave};
                8'h59: if (!last_state) {octave, cur_octave} <= {lower_octave, lower_octave};
                default: note <= rest;
            endcase
        end
        else begin
            note <= rest;
        end
    end
endmodule
==> ./run.sh <==
#!/bin/bash
# OpenROAD 26Q1-2900-gdf79404cd8, Yosys 0.63+post, stock flow scripts
make -C /OpenROAD-flow-scripts/flow DESIGN_CONFIG=/design/flow/config.mk WORK_HOME=/design/flow/orfs finish
==> ./config.mk <==
export PLATFORM = sky130hd
export DESIGN_NAME = piano_keyboard
export DESIGN_NICKNAME = piano_keyboard
export VERILOG_FILES = /design/flow/design.v
export SDC_FILE = /design/flow/constraint.sdc
export NUM_CORES = 4
export LEC_CHECK = 1
export CORE_AREA = 10 10 99 99
export DIE_AREA = 0 0 109 109
==> ./constraint.sdc <==
current_design piano_keyboard

set clk_period 3.2
set clk_io_pct 0.2

create_clock -name clk0 -period $clk_period [get_ports {clk}]

set non_clock_inputs [all_inputs -no_clocks]
set_input_delay [expr $clk_period * $clk_io_pct] -clock clk0 $non_clock_inputs
set_output_delay [expr $clk_period * $clk_io_pct] -clock clk0 [all_outputs]
==> Slide: Implementation Results <==
Physical Implementation Snapshot

Clock network
  • Number of buffers inserted during clock tree synthesis: 3
  • Number of post-CTS setup repair buffers: 0
  • Clock latency reported for the late side of the worst-skew pair: 0.23 ns
  • Clock transition at the registers of the reported paths: 0.05 ns
  • Number of buffers between clock root and the deepest sink: 2
  • Clock sink count: 13
  • Root Driver: clkbuf_8
  • Clock H-tree levels: 1
  • CTS tree: done
  • Hold bufs inserted after CTS: 0
  • Number of gates resized after CTS: 0

Final timing
  • RSZ-0062 raised after global routing: no
  • Final setup viols: 0
  • Worst rel slew slack: 0.575
  • Post-route fraction of the period consumed by the critical path: 0.843
  • Hold violation total from the final report: 0
  • Fmax: 371 MHz
  • Sum of negative setup slack: 0 ns
  • Count of final max-slew check failures: 0
  • Clock Skews: 0.000335 ns
  • Period minus WS final: 2.70 ns
  • Tightest hold margin: 0.540 ns
  • Setup slack after layout: 0.502 ns
  • Worst slew pin tran: 0.621 ns

Pwr
  • Ratio of total power to cell area: 225 nW/um^2
  • Power Total: 0.426 mW
  • Largest voltage drop on the vdd net: 0.107 mV
  • Leakage power figure: 0.643 nW

Setup path
  • Startpoint class of the critical path: input port
  • Data arrival, critical path: 2.73 ns
  • Delay of the slowest cell on the worst path: 0.60 ns
  • Bufs and invs on worst path: 2
  • Critical path's top delay family: AND-OR/OR-AND gates
  • Startpoint of the worst-slack reg-to-reg timing path: cur_octave[0]
  • Cell-by-cell trace of the critical path: clkdlybuf4s50_1, buf_4, nand2b_1, a2111oi_0, a211o_2, o31ai_1, a211oi_1
  • Slowest CP cell: clkdlybuf4s50_1
  • Top fanout value on the critical path: 20
  • Endpoint type of the worst setup path: flop
  • Worst setup path startpoint: keycode[3]
  • Required time at the endpoint of the critical path: 3.24 ns
  • Crit Path Category: input port to flop

Routing
  • Routed length per placed instance: 13.2 um
  • Overall via count from detail_route: 1554
  • Number of inserted diodes: 0
  • Total length of routed wires: 4060 um
  • Number of design rule violations left after detail routing: 0
  • Post-detailed-route count of antenna-violating nets: 0
  • Number of violations reported at the end of detailed-routing iteration 0: 139
  • Detail-routed via count per cell: 5.05
  • Detailed-router iteration count before antenna repair: 4

Run
  • Max Cap Viol: 0
  • Tool warnings: 27

Placed design
  • Placed cells: 304
  • Area after detailed placement: 1850 um^2
  • Global placer's final weighted congestion: 0.933
  • Post-detail-place hpwl: 3120 um
  • Port Buffers: 17
  • Pre-CTS setup slack: 0.265 ns

Logic synthesis
  • Number of register bits inferred by synthesis: 13
  • Synth Warn #: 1
  • Syn_area_per_cell: 8.40 um^2
  • Instance count of the mapped netlist: 188
  • Distinct lib cells used: 66
  • Seq/Total Area, Yosys: 0.216
  • Predominant post-synthesis flop cell: edfxtp_1
  • Cell area after technology mapping: 1580 um^2
  • YS chip area: 1580 um^2
  • Cell total in the yosys stat output: 188
  • Async set or reset register ratio after synthesis: 0
  • Post-synth tally of flip-flops with integrated enable: 8

Global routing
  • Wire length of the first global-routing pass: 6800 um
  • GRT Util Overall: 0.0671
  • Number of global-route vias before repair: 1397
  • Overflow after GRT: 0
  • Pin count of the biggest net entering global routing: 21
  • Initial antenna violation count: 0

Worst hold path
  • Source of the worst hold timing path: note[1]
  • Classification of the worst-slack hold path: flop to flop

Floorplan
  • Height of the die: 109 um
  • Die X: 109 um
  • Standard-cell row count: 32
  • Fp_density: 0.204
  • Total die area: 11900 um^2
  • CORE AREA: 7730 um^2
  • IO Pins: 18

Cells and area
  • Area added between synthesis and finish: 20.0%
  • Non-filler instance count after layout: 308
  • Non-Filler Cell Area, Final: 1890 um^2
  • Filler cell count: 822
  • Final core utilization: 0.245
  • Layout cells sized above 1: 0.155

Outcome
  • Result of the run: completed
-- area by class of cell --
type,instances,area (um^2),share of cell area
multi-input cells,150,1090,0.574
inverters,11,41.3,0.0218
well taps,102,128,0.0674
clock buffers,4,45.0,0.0238
flip-flops and latches,13,340,0.180
repair buffers,28,253,0.133
-- synthesized netlist by cell type, types with 2 or more instances --
master	n	area (um^2)
inv_1	10	37.5
nor2b_1	3	18.8
a41oi_1	4	35.0
nor4_2	2	25.0
buf_6	6	67.6
nand2_1	15	56.3
buf_2	4	20.0
nand3_1	3	15.0
or3_1	2	12.5
nor3_1	8	40.0
dfxtp_1	5	100
o22ai_1	5	31.3
mux2i_1	2	20.0
or4_1	2	15.0
nand4b_1	3	26.3
a211oi_1	2	15.0
a211oi_2	2	25.0
o221a_2	3	33.8
nand4_1	3	18.8
a22oi_1	2	15.0
buf_4	2	15.0
o32ai_1	2	17.5
ha_1	3	37.5
nand2b_1	6	37.5
o21ai_0	7	35.0
a2111oi_0	2	17.5
xor2_1	3	26.3
a21oi_1	12	60.1
clkbuf_1	2	7.51
nand3b_1	3	22.5
nor2_1	12	45.0
nor4_1	2	12.5
o211ai_1	4	30.0
or4bb_1	3	33.8
edfxtp_1	8	240
-- worst register-to-register path, delay by kind of cell (launching register included) --
family	cells	cell delay (ns)
buf+inv	1	0.17
simple gates	1	0.22
compound gates	4	1.18
fa+ha+maj	1	0.32
flops	1	0.50
-- kinds of logic (layout without fill, tap and decap cells) --
kind of cell	count (synthesis)	after routing	synth area share
AND-OR/OR-AND	61	61	0.303
buffers and inverters	25	43	0.0959
adder cells (fa/ha/maj)	3	3	0.0238
multiplexers	2	2	0.0127
AND/OR/NAND/NOR	80	80	0.327
flip-flops	13	13	0.216
XOR/XNOR	4	4	0.0222
-- sequential cells by signal, indices dropped and copies added (netlist names) --
register and count:
last_state 1, octave 4, cur_octave 4, note 4
-- cell usage in the layout, fill, tap and decap left out, types with 3 or more instances in the layout --
master / n
nand3b_1: 3
ha_1: 3
xor2_1: 3
or4bb_1: 3
nand4_1: 3
o221a_2: 3
nand2_1: 15
nand2b_1: 6
nor3_1: 8
nor2b_1: 3
clkdlybuf4s50_1: 17
o22ai_1: 5
dfxtp_1: 5
o211ai_1: 4
o21ai_0: 7
buf_4: 11
a41oi_1: 4
nand3_1: 3
clkbuf_8: 3
edfxtp_1: 8
a21oi_1: 12
nor2_1: 12
nand4b_1: 3
inv_1: 10
-- path summary, 6_finish.rpt --
path	end	slack (ns)	depth (start not counted)
worst max-delay path	octave[2]	0.50	7
worst min-delay path	note[1]	0.54	1
worst max register to register	octave[2]	0.60	7
worst min register to register	note[1]	0.54	1
-- where the power goes --
group / total [mW] / internal [mW] / leakage, nW / switching [mW]
Clock: 0.139 / 0.0875 / 0.0228 / 0.0516
Sequential: 0.182 / 0.181 / 0.113 / 0.00158
Combinational: 0.105 / 0.0469 / 0.507 / 0.0577
Total: 0.426 / 0.315 / 0.643 / 0.111
-- per-layer routing --
layer	global-route usage	up-vias	routed length (um)
met4	0.0113	0	41
met5	0	-	0
met2	0.0883	53	1600
li1	-	771	-
met3	0.00836	2	288
met1	0.112	728	2130
Power and IR drop assume default switching activity.
