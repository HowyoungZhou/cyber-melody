<file path="flow/design.v">
`timescale 1ns / 1ps
module graphics_processor(
    input clk,
    input en,
    input opcode,
    input [9:0] tl_x,
    input [8:0] tl_y,
    input [9:0] br_x,
    input [8:0] br_y,
    input [11:0] arg,
    input [11:0] rom_data,
    output vram_we,  
    output reg [18:0] vram_addr,  
    output [11:0] vram_data,  
    output reg [17:0] rom_addr,
    output finish
    );
    parameter width = 640;
    parameter height = 480;
    parameter init = 0;
    parameter fill_set_addr = 1;
    parameter fill_write_ram = 2;
    parameter draw_set_addr = 3;
    parameter draw_read_rom = 4;
    parameter draw_write_ram = 5;
    parameter fin = 6;
    parameter fill = 1'b0;
    parameter draw = 1'b1;
    reg [9:0] cur_x;
    reg [8:0] cur_y;
    reg [2:0] state;
    assign finish = en && (state == fin);
    assign vram_we = state == fill_write_ram || state == draw_write_ram;
    assign vram_data = opcode == fill ? arg : rom_data;
    always@(posedge clk)begin
        if(en)begin
            case(state)
                init:begin
                    cur_x <= tl_x;
                    cur_y <= tl_y;
                    vram_addr <= tl_y * width + tl_x;
                    if(opcode == fill)begin
                        state <= fill_set_addr;
                    end
                    else begin
                        rom_addr <= {6'b0, arg};
                        state <= draw_set_addr;
                    end
                end
                fill_set_addr:begin
                    if(cur_x < br_x) begin
                        cur_x <= cur_x + 1;
                    end
                    else begin 
                        cur_x <= tl_x;
                        cur_y <= cur_y + 1;
                    end
                    state <= fill_write_ram;
                end
                fill_write_ram:begin
                    if(cur_y > br_y) begin
                        state <= fin;
                    end
                    else begin
                        vram_addr <= cur_y * width + cur_x;
                        state <= fill_set_addr;
                    end
                end
                draw_set_addr:begin
                    state <= draw_read_rom;
                    vram_addr <= cur_y * width + cur_x;
                end
                draw_read_rom:begin
                    if(cur_x < br_x) begin
                        cur_x <= cur_x + 1;
                    end
                    else begin 
                        cur_x <= tl_x;
                        cur_y <= cur_y + 1;
                    end
                    state <= draw_write_ram;
                end
                draw_write_ram:begin
                    if(cur_y > br_y) begin
                        state <= fin;
                    end
                    else begin
                        rom_addr <= rom_addr + 1;
                        state <= draw_set_addr;
                    end
                end
            endcase
        end
        else begin
            state <= init;
        end
    end
endmodule
</file>
<file path="flow/run.sh">
#!/bin/bash
# OpenROAD 26Q1-2900-gdf79404cd8, Yosys 0.63+post, stock flow scripts
make -C /OpenROAD-flow-scripts/flow DESIGN_CONFIG=/design/flow/config.mk WORK_HOME=/design/flow/orfs finish
</file>
<file path="flow/config.mk">
export PLATFORM = sky130hd
export DESIGN_NAME = graphics_processor
export DESIGN_NICKNAME = graphics_processor
export VERILOG_FILES = /design/flow/design.v
export SDC_FILE = /design/flow/constraint.sdc
export NUM_CORES = 4
export LEC_CHECK = 1
export CORE_UTILIZATION = 30
</file>
<file path="flow/constraint.sdc">
current_design graphics_processor

set clk_period 4.6
set clk_io_pct 0.2

create_clock -name clk0 -period $clk_period [get_ports {clk}]

set non_clock_inputs [all_inputs -no_clocks]
set_input_delay [expr $clk_period * $clk_io_pct] -clock clk0 $non_clock_inputs
set_output_delay [expr $clk_period * $clk_io_pct] -clock clk0 [all_outputs]
</file>
==> summary.txt <==
Final Cycle Share = 78.6%
Cell variety after synth = 59
Post-synth EDFFs = 56
Number of cells in Yosys stat = 490
Setup Viol. Count Final = 0
Post-synth ARST share = 0%
Layout Cells excl Fill = 832
Die Area = 17000 sq um
Post-DP HPWL = 8670 um
Worst Hold Endpoint = state[5]
Clk root buf = clkbuf_16
MaxCap Viol Count = 0
Synth warn = 1
Post-Synthesis Cells = 490
Total CTS buffers = 9
Synth Area per Inst = 10.1 sq um
Setup CP Type = input pin to output pin
CTS Buffer Depth = 2
Post-cts resize count = 0
Comb pwr share = 29.4%
Hold path cells = 1
Setup TNS = 0 ns
Sw Share = 29.0%
DRC errors left = 0
Largest net degree at the start of global routing = 32
Antenna-violating nets left = 0
Worst EP arrival = 2.70 ns
Leak Pwr = 2.62 nW
Worst r2r path cells = 10
Switching pwr = 552 uW
CP required = 3.68 ns
Cell total after placement = 815
GRT Total Usage = 13.6%
# IOs = 116
Worst Hold Launch = state[1]
Latest clock arrival within the worst-skew pair = 0.33 ns
Normalized max-slew margin = 51.1%
Status = complete, no violations
Sequential area share after synthesis = 36.7%
Flops after synth = 63
Layout cells sized above 1 = 10.7%
Period minus WS final = 3.62 ns
DRT iter0 DRCs = 156
Setup crit start kind = input pin
Logic cell area = 2960 sq um
Worst hold path type = flip-flop to flip-flop
DR WL/cell = 13.7 um
Tally of OpenROAD warnings = 25
Die Wd = 131 um
Routed wire length = 11400 um
Maximum fanout along the worst path = 16
Clk sinks = 63
Overflow left after global routing = 0
Gpl congestion = 0.875
Worst r2r src = cur_y[3]
Final hold vios = 0
Layout fillers = 1538
Via/cell ratio = 4.72
End of the worst register-to-register path = vram_addr[15]
Max-slew violation count = 0
Worst IR drop on VDD = 156 uV
CTS tree = yes
Worst Setup End Kind = output pin
Row Count = 46
Tally of buffers added on design ports = 115
CTS HTree Levels = 3
R2R Setup Slk = 1.54 ns
Core area = 16000 sq um
Starting Density = 31.0%
Cell Pwr Density = 286 nW/um^2
Synthesized area = 4960 sq um
Clock-pin transition on the worst setup and hold timing paths = 0.05 ns
Slew @ Worst Pin = 0.731 ns
# hold bufs at CTS = 0
Initial antenna violation count = 0
Clock Power Share = 33.1%
RSZ-0062 raised after global routing = false
Sequential share of power = 37.5%
Max Fclk = 277 MHz
Die Ht = 131 um
Pwr Total = 1.90 mW
Synth Flop Type = edfxtp_1
Detailed Routing Iterations Pass 1 = 4
P_int = 1.35 mW
Skew final = 0.0105 ns
Yosys stat chip area = 4960 sq um
DR vias = 3924
# Post-CTS Setup Buffers = 0
Register area = 1820 sq um
First-pass GRT wire length = 17900 um
Vias in the first global route = 3779
Synth-to-Final Area Change = 34.1%
critical path, cell delays in order:
cell             delay, ns
clkdlybuf4s50_1       0.94
mux2_2                0.41
clkdlybuf4s50_1       0.41
power groups by stage:
| stage | Sequential, mW | Clock (mW) | Combinational, mW |
|---|---|---|---|
| after global routing | 0.720 | 0.674 | 0.622 |
| after CTS | 0.715 | 0.643 | 0.563 |
| final | 0.714 | 0.630 | 0.559 |
metal layers:
layer / track usage (%) / wire, um / vias up
li1: - / - / 1994
met1: 19.6 / 5410 / 1820
met2: 22.2 / 5120 / 101
met3: 3.15 / 744 / 9
met4: 1.15 / 82 / 0
met5: 0 / 0 / -
cells in the mapped netlist (all sizes together), types with 8 or more instances:
master | count | area [sq um]
a21oi | 42 | 225
and2 | 11 | 68.8
clkbuf | 8 | 40.0
edfxtp | 56 | 1680
ha | 55 | 688
inv | 34 | 128
mux2 | 28 | 315
nand2 | 24 | 90.1
nand3 | 26 | 130
nor2 | 48 | 183
o21ai | 15 | 75.1
xnor2 | 28 | 253
xor2 | 30 | 270
worst max-delay path by stage:
stage                 startpoint  cells after the start  slack (ns)             to
final                     opcode                      3        0.98   vram_data[8]
after global routing      opcode                      3        0.91  vram_data[11]
after CTS                 opcode                      3        0.98  vram_data[10]
cell type report:
| type | count | share of cell area [%] |
|---|---|---|
| clock inverters | 5 | 0.508 |
| multi-input cells | 382 | 44.5 |
| inverters | 34 | 1.92 |
| well taps | 216 | 4.06 |
| repair buffers | 120 | 17.9 |
| flip-flops and latches | 63 | 27.4 |
| diodes | 1 | 0.0376 |
| clock buffers | 11 | 3.65 |
cell families after synthesis:
logic type	after synthesis	synth area share, %
AOI/OAI and AO/OA	92	12.0
xor gates and xnor gates	58	10.5
adders and majority gates	59	15.5
buffers and inverters	45	3.68
DFF	63	36.7
muxes	35	7.77
and+or+nand+nor	138	13.8
cell usage in the layout, fill, tap and decap left out, types with 3 or more instances in the layout:
master,instances
a21o_1,3
a21oi_1,36
a21oi_2,6
and2_1,11
and3_1,4
buf_4,5
clkbuf_16,9
clkdlybuf4s50_1,115
dfxtp_1,7
edfxtp_1,56
fa_1,4
ha_1,55
inv_1,33
mux2_1,7
mux2_2,21
mux2i_1,7
nand2_1,24
nand2b_1,4
nand3_1,26
nor2_1,47
nor2b_1,5
nor3_1,4
o21a_1,6
o21ai_0,13
o21bai_1,4
or2_2,4
xnor2_1,27
xor2_1,29
per-stage QoR:
step / cell area (sq um) / utilization, % / worst slack, ns / hold WS [ns]
5_1_grt: 6650 / 41.5 / 0.914 / 0.462
6_report: 6650 / 41.6 / 0.985 / 0.445
2_1_floorplan: 4960 / - / 1.13 / 0.421
4_1_cts: 6650 / 41.5 / 0.981 / 0.446
3_5_place_dp: 6370 / 39.8 / 0.700 / 0.433
3_3_place_gp: 6370 / 39.8 / 0.788 / 0.430
sequential cells by signal, indices dropped and copies added (netlist names):
register,flops
cur_y,9
cur_x,10
vram_addr,19
rom_addr,18
state,7
No activity file was given, so power comes from the tool's default toggle rates.
